**./config.mk**
```make
export PLATFORM = sky130hd
export DESIGN_NAME = axis_master
export DESIGN_NICKNAME = axis_master
export VERILOG_FILES = /design/flow/design.v
export SDC_FILE = /design/flow/constraint.sdc
export NUM_CORES = 4
export LEC_CHECK = 1
export CORE_AREA = 10 10 70 70
export DIE_AREA = 0 0 80 80
```
**./constraint.sdc**
```tcl
current_design axis_master

set clk_period 3.8
set clk_io_pct 0.2

create_clock -name clk0 -period $clk_period [get_ports {m_axis_aclk}]

set non_clock_inputs [all_inputs -no_clocks]
set_input_delay [expr $clk_period * $clk_io_pct] -clock clk0 $non_clock_inputs
set_output_delay [expr $clk_period * $clk_io_pct] -clock clk0 [all_outputs]
```
**./design.v**
```verilog
module axis_master(
    input logic             m_axis_aclk,
    input logic             m_axis_arstn,
    input logic             new_data,     
    input logic             m_axis_tready,
    input logic     [7:0]   data_in,
    output logic    [7:0]   m_axis_tdata,
    output logic            m_axis_tvalid,
    output logic            m_axis_tlast
    );
    logic [1:0] count = 0;     
    typedef enum bit {idle = 1'b0, transfer = 1'b1} state_type_e;
    state_type_e current_state = idle, next_state = idle;
    always @(posedge m_axis_aclk)
    begin
        if (m_axis_arstn == 1'b0) current_state <= idle;
        else current_state <= next_state;
    end
    always @(posedge m_axis_aclk)
    begin
        if (current_state == idle)
            count <= 0;
        else if (current_state == transfer && count != 3 && m_axis_tready == 1'b1)
            count <= count + 1;
        else
            count <= count;
    end
    always_comb
    begin
        case(current_state)
            idle:
            begin
                if(new_data) next_state = transfer;
                else next_state = idle;
            end
            transfer:
            begin
                if(m_axis_tready)
                begin
                    if(count != 3) next_state = transfer;
                    else next_state =idle;
                end
                else next_state = transfer;
            end
            default: next_state = idle;
        endcase
    end
    assign m_axis_tdata = (m_axis_tvalid) ? data_in*count : 0;   
    assign m_axis_tlast = (count == 3 && current_state == transfer) ? 1'b1 : 1'b0;
    assign m_axis_tvalid = (current_state == transfer) ? 1'b1 : 1'b0;
endmodule
```
**./run.sh**
```bash
#!/bin/bash
# OpenROAD 26Q1-2900-gdf79404cd8, Yosys 0.63+post, stock flow scripts
make -C /OpenROAD-flow-scripts/flow DESIGN_CONFIG=/design/flow/config.mk WORK_HOME=/design/flow/orfs finish
```
==> run summary <==
yosys + openroad results -> final instance area approximately 840 um2, Logic pwr share a little under a third, part of the cycle the worst path needs between 90% and 100%, yosys stat chip area 528.0 um2, final setup vio count 0, CTS Sinks 3, initial antenna violation count 0, share of layout cells above drive strength 1 roughly a tenth, postcts setup bufs 0, Switch Pwr approximately 0.038 mW, worst slew pin tran between 400 and 500 ps, Cell Chain, Critical Path clkdlybuf4s50_1 > and2_1 > ha_2 > inv_1 > fa_2 > and2b_1 > o31ai_2 > a2111o_1 > o21ai_1 > dlygate4sd2_1, FMAX 0.2765 GHz, Pwr Total 0.1379 mW, Layout Cells excl Fill about 140, DP Area 802.0 um2, clock tree buffer depth 2, Synth Seq Share 11.37%, Die Y-Extent about 80 um, H-Tree Depth 1, Vias a little under 600, final wirelength roughly 1500 um, Max Cap Viol 0, Synth cell types 31, syn avg cell area approximately 7.3 um2, P_int roughly 0.1 mW, cts hold-fix bufs 0, Relative slew margins roughly 73%, Synth Cell Area about 530 um2, clock root cell clkbuf_4, number of enable flip-flop cells 0, Total GRT Usage approximately 5%, final RePlAce weighted congestion approximately 0.84, Worst-path clk slew ~40 ps, Yosys warnings 1, Setup crit end kind primary output, asr flop ratio synth 0%, Power Dens Cells about 160 nW/um2, Max Transition Viols Final 0, top cell family by delay on the critical path buffers and inverters, Core ar. about 3400 um2, Die X ~80 um, Yosys Instances 72, Inst Count DP between 100 and 150, synthesized netlist cell count 72, Buf+Inv Stages, Crit Path 3, main flop type dfxtp_1, routed vias/inst around 4, GRT overflow 0, sequential group share of total power between 20% and 30%, Latency at later pin approximately 230 ps, Util after Layout 24.58%, DP HPWL 1305 um, Registers, synthesis 3, ANT nets after route 0, Initial DRC Count 16, Port-buffer cells 21, Initial Util approximately 15%, R2R Setup Slk around 2600 ps, clk_skew 1.502 ps, wire length per cell 10.67 um, RSZ-0062 raised after global routing no, CP Max Fanout 2, status completed, drt first pass iters 2, switching part of the total power a little over a quarter, number of warnings in the stage logs 25, first-pass GRT wire length approximately 2600 um, pin count of the biggest net entering global routing 12, Ant. Diodes 0, CP required 3040 ps, Hold Crit Class flop to flop, critical path arrival 2860 ps, Boundary Pins 22, part of the power in the clock network around two fifths, number of global-route vias before repair 613, cts bufs inserted 3, chip area 6400 um2, Layout area overhead 59.00%, leakage roughly 0.37 nW, Rows 21, final hold viol count 0, CTS tree yes, # DRC 0, CP max stage cell clkdlybuf4s50_1, Worst Setup Path Type primary input to primary output, critical path launch point type primary input, min Tclk post-route around 3600 ps, crit-path max cell delay around 470 ps, Max VDD drop just under 0.2 mV
[synthesized netlist by cell type (all sizes together) (2+ instances only)]
library cell / instances / share of area (%)
nor2b: 3 / 3.6
nand2: 8 / 5.7
o21ai: 4 / 3.8
a21oi: 4 / 3.8
dfxtp: 3 / 11
nor2: 7 / 5.0
inv: 4 / 3.3
buf: 2 / 3.1
ha: 7 / 17
and2: 12 / 14
[through the flow]
step	setup WS, ps	setup TNS, ps	hold slack, ps
after floorplan	916.0	0	552.5
after global placement	-118.8	-162.8	635.7
after detailed placement	-137.6	-218.4	634.3
after CTS	3.302	0	641.5
after global routing	33.49	0	696.4
final	183.6	0	636.4
[final timing paths]
| kind | start | end | cells after the start |
|---|---|---|---|
| worst min-delay path | count[1] | count[1] | 2 |
| worst max-delay path | data_in[1] | m_axis_tdata[7] | 10 |
| worst max register to register | count[0] | count[1] | 4 |
| worst min register to register | count[1] | count[1] | 2 |
[flip-flops by register name (all words and copies together), names as in the netlist]
name	count
count	2
current_state	1
[logic make-up (layout without fill, tap and decap cells)]
family / Yosys count / in the layout / synth area share (%)
muxes: 1 / 1 / 1.896
xor gates and xnor gates: 2 / 2 / 3.318
AOI/OAI and AO/OA: 15 / 15 / 18.01
and+or+nand+nor: 37 / 37 / 38.63
buffers and inverters: 6 / 32 / 6.398
DFF: 3 / 3 / 11.37
adders and majority gates: 8 / 8 / 20.38
[worst reg2reg max path, cell delays in order, from the launching register on]
cell     delay, ps
dfxtp_1        390
ha_1           250
nor2b_1        220
mux2i_1        210
nor2_1          50
[cell type report]
| type | count | area (um2) |
|---|---|---|
| clock buffer | 4 | 26.28 |
| multi-input combinational | 63 | 444.2 |
| tap | 46 | 57.56 |
| fill | 377 | 2576 |
| inverter | 4 | 17.52 |
| timing repair buffer | 24 | 234.0 |
| sequential | 3 | 60.06 |
[cell usage in the layout, fill, tap and decap left out, types with 2 or more instances in the layout]
master / netlist / layout
nand2_1: 8 / 8
o21ai_0: 3 / 2
ha_1: 7 / 6
dfxtp_1: 3 / 3
nor2b_1: 3 / 3
clkbuf_4: 0 / 3
and2_1: 12 / 12
buf_4: 0 / 3
clkdlybuf4s50_1: 0 / 19
nor2_1: 7 / 7
a21oi_1: 4 / 4
o21ai_1: 1 / 2
inv_1: 3 / 3
[metal layers]
layer,routed length [um],vias up,GRT usage (%)
met5,0,-,0
met4,0,0,0.1761
met3,105,0,1.932
met2,776,11,8.587
met1,654,268,5.937
li1,-,301,-
[power by group through the flow]
stage	registers, mW	logic, mW	clock network (mW)
global route	0.0398	0.0485	0.0612
CTS	0.0392	0.0438	0.0578
finish	0.0392	0.0430	0.0556
[timing repair]
item                                    4_1_cts  5_1_grt
resized                                       3        3
endpoints found under the setup margin        2        3
pin swaps                                     0        1
Power and IR drop assume default switching activity.
