<file path="flow/config.mk">
export PLATFORM = sky130hd
export DESIGN_NAME = axis_slave
export DESIGN_NICKNAME = axis_slave
export VERILOG_FILES = /design/flow/design.v
export SDC_FILE = /design/flow/constraint.sdc
export NUM_CORES = 4
export LEC_CHECK = 1
export CORE_AREA = 10 10 70 70
export DIE_AREA = 0 0 80 80
</file>
<file path="flow/constraint.sdc">
current_design axis_slave

set clk_period 1.0
set clk_io_pct 0.2

create_clock -name clk0 -period $clk_period [get_ports {s_axis_aclk}]

set non_clock_inputs [all_inputs -no_clocks]
set_input_delay [expr $clk_period * $clk_io_pct] -clock clk0 $non_clock_inputs
set_output_delay [expr $clk_period * $clk_io_pct] -clock clk0 [all_outputs]
</file>
<file path="flow/design.v">
module axis_slave(
    input logic        s_axis_aclk,
    input logic        s_axis_arstn,
    input logic  [7:0] s_axis_tdata,
    input logic        s_axis_tvalid,
    input logic        s_axis_tlast,
    output logic [7:0] data_out,
    output logic       s_axis_tready
    );
    typedef enum bit [1:0] {idle = 2'b00, store = 2'b01, last_byte = 2'b10} state_type_e;
    state_type_e current_state = idle, next_state = idle;
    always @(posedge s_axis_aclk)
    begin
        if (s_axis_arstn == 1'b0) current_state <= idle;
        else current_state <= next_state;
    end
    always_comb
    begin
        case(current_state)
            idle:
            begin
                if(s_axis_tvalid == 1'b1)
                    next_state = store;
                else
                    next_state = idle;
            end
            store:
            begin
                if (s_axis_tlast == 1'b1 && s_axis_tvalid == 1'b1)
                    next_state = idle;
                else if (s_axis_tlast == 1'b0 && s_axis_tvalid == 1'b1)
                    next_state = store;
                else
                    next_state = idle;
            end
            default: next_state = idle;
        endcase
    end
    assign s_axis_tready = (current_state == store);
    assign data_out = (current_state == store) ? s_axis_tdata : '0;
endmodule
</file>
<file path="flow/run.sh">
#!/bin/bash
# OpenROAD 26Q1-2900-gdf79404cd8, Yosys 0.63+post, stock flow scripts
make -C /OpenROAD-flow-scripts/flow DESIGN_CONFIG=/design/flow/config.mk WORK_HOME=/design/flow/orfs finish
</file>
==> report_table.html <==
<h2>Synthesis and place &amp; route</h2>
<table>
<tr><th>Metric</th><th>Value</th></tr>
<tr><th colspan="2">Status</th></tr>
<tr><td>Run status</td><td>finished, final reports clean</td></tr>
<tr><th colspan="2">Worst setup path</th></tr>
<tr><td>Crit path launch type</td><td>input port</td></tr>
<tr><td>Top delay family on crit path</td><td>buffers and inverters</td></tr>
<tr><td>Maximum cell stage delay along the critical path</td><td>0.23 ns</td></tr>
<tr><td>Combined buffer and inverter count along the critical path</td><td>2</td></tr>
<tr><td>Critical path's most frequent cell</td><td>sky130_fd_sc_hd__dlygate4sd2_1</td></tr>
<tr><td>Critical-path top delay cell</td><td>sky130_fd_sc_hd__dlygate4sd2_1</td></tr>
<tr><td>Crit Path Max Fanout</td><td>1</td></tr>
<tr><td>Ordered cell list for the critical path</td><td>dlygate4sd2_1 -&gt; and2_1 -&gt; dlygate4sd2_1</td></tr>
<tr><td>Required @ worst endpoint</td><td>0.80 ns</td></tr>
<tr><td>CP Data Arrival Time</td><td>0.78 ns</td></tr>
<tr><td>Crit end category</td><td>output port</td></tr>
<tr><td>Crit Path Category</td><td>in2out</td></tr>
<tr><th colspan="2">Drt</th></tr>
<tr><td>Antenna Diode Count</td><td>0</td></tr>
<tr><td>Post-route DRC violation count</td><td>0</td></tr>
<tr><td>Final routed wirelength across all metal layers</td><td>637 um</td></tr>
<tr><td>Drt via density</td><td>1.90</td></tr>
<tr><td>Count of nets left with antenna violations after detail routing</td><td>0</td></tr>
<tr><td>Wire per inst</td><td>8.17 um</td></tr>
<tr><td>Overall via count from detail_route</td><td>148</td></tr>
<tr><td>Iteration-0 DRC Markers</td><td>0</td></tr>
<tr><td>Detailed-routing iteration count for the pre-antenna-repair pass</td><td>1</td></tr>
<tr><th colspan="2">Power and ir drop</th></tr>
<tr><td>Ratio of total power to cell area</td><td>347 nW/um^2</td></tr>
<tr><td>Leakage Power</td><td>0.000149 uW</td></tr>
<tr><td>Max IR drop VDD</td><td>0.122 mV</td></tr>
<tr><th colspan="2">STA</th></tr>
<tr><td>Fmax</td><td>1030 MHz</td></tr>
<tr><td>Min Hold Slack</td><td>0.555 ns</td></tr>
<tr><td>Final-report hold violation count</td><td>0</td></tr>
<tr><td>Setup TNS</td><td>0 ns</td></tr>
<tr><td>Max-Slew Margin vs Limit</td><td>94.1%</td></tr>
<tr><td>Setup repair after global routing missed its margin</td><td>false</td></tr>
<tr><td>Min Tclk post-route</td><td>0.975 ns</td></tr>
<tr><td>Setup clock skew after layout</td><td>0 ns</td></tr>
<tr><td>Max-slew violation count</td><td>0</td></tr>
<tr><td>Worst-case setup margin in the final layout</td><td>0.0247 ns</td></tr>
<tr><td>Count of final setup violators</td><td>0</td></tr>
<tr><td>Actual slew at the worst max-slew pin</td><td>0.0876 ns</td></tr>
<tr><td>Final worst-path cycle share</td><td>97.5%</td></tr>
<tr><th colspan="2">Layout</th></tr>
<tr><td>Area growth syn-to-layout</td><td>306%</td></tr>
<tr><td>Max FFs per register</td><td>1</td></tr>
<tr><td>Biggest register</td><td>current_state</td></tr>
<tr><td>Final core utilization</td><td>9.38%</td></tr>
<tr><td>Registers with the highest flip-flop counts</td><td>current_state (1)</td></tr>
<tr><td>Proportion of layout cells with a drive suffix above 1</td><td>28.1%</td></tr>
<tr><th colspan="2">Synth</th></tr>
<tr><td>Ys flop type</td><td>sky130_fd_sc_hd__dfxtp_1</td></tr>
<tr><td>Part of the Yosys area used for sequential elements</td><td>25.4%</td></tr>
<tr><td>Largest cells by area after synthesis</td><td>sky130_fd_sc_hd__and2_1 63%, sky130_fd_sc_hd__dfxtp_1 25%, sky130_fd_sc_hd__a21oi_1 6.3%, sky130_fd_sc_hd__nand2_1 4.8%</td></tr>
<tr><td>Avg Inst Size Synth</td><td>7.17 sq um</td></tr>
<tr><td>Area share of the leading cell type in the synthesized netlist</td><td>63.5%</td></tr>
<tr><td>Post-synthesis cell count</td><td>11</td></tr>
<tr><td>Number of synthesis warnings</td><td>1</td></tr>
<tr><td>Count of cell types in the netlist</td><td>4</td></tr>
<tr><td>Post-synthesis cell type with the largest combined area</td><td>sky130_fd_sc_hd__and2_1</td></tr>
<tr><td>Top cells by count</td><td>8 x sky130_fd_sc_hd__and2_1, 1 x sky130_fd_sc_hd__a21oi_1, 1 x sky130_fd_sc_hd__dfxtp_1, 1 x sky130_fd_sc_hd__nand2_1</td></tr>
<tr><td>Share of flip-flops with an asynchronous set or reset after synthesis</td><td>0%</td></tr>
<tr><td>Most common cell in the netlist</td><td>sky130_fd_sc_hd__and2_1</td></tr>
<tr><td>Count of library flops with an enable pin</td><td>0</td></tr>
<tr><td>Chip area line of the yosys report</td><td>78.8 sq um</td></tr>
<tr><td>Number of cell instances after yosys synthesis</td><td>11</td></tr>
<tr><td>Mapped cell area</td><td>78.8 sq um</td></tr>
<tr><td>Post-synth regs</td><td>1</td></tr>
<tr><th colspan="2">Global routing</th></tr>
<tr><td>Via count of the first global-routing pass</td><td>152</td></tr>
<tr><td>Wire length of the first global-routing pass</td><td>924 um</td></tr>
<tr><td>Remaining Overflow, GRT</td><td>0</td></tr>
<tr><td>Global routing usage summed across all routing layers</td><td>1.85%</td></tr>
<tr><td>Largest net degree at the start of global routing</td><td>7</td></tr>
<tr><td>Antenna violations before repair</td><td>0</td></tr>
<tr><th colspan="2">Min path</th></tr>
<tr><td>Kind of path behind the tightest hold check</td><td>reg2reg</td></tr>
<tr><th colspan="2">Place</th></tr>
<tr><td>Final estimated routing congestion in global placement</td><td>0.758</td></tr>
<tr><td>I/O Buffers</td><td>20</td></tr>
<tr><td>Dpl ws</td><td>-0.448 ns</td></tr>
<tr><th colspan="2">Clock network</th></tr>
<tr><td>Clock transition time at the flip-flop clock pins of the worst setup and hold paths</td><td>0 ns</td></tr>
<tr><td>Post-cts hold buffer count</td><td>0</td></tr>
<tr><td>Later-pin clock latency in the skew report</td><td>0 ns</td></tr>
<tr><th colspan="2">Job</th></tr>
<tr><td>Number of warnings the tools reported</td><td>28</td></tr>
<tr><td>Max-Cap Viols</td><td>0</td></tr>
<tr><th colspan="2">Die</th></tr>
<tr><td>Area of the core</td><td>3420 sq um</td></tr>
<tr><td>Die outline height</td><td>80 um</td></tr>
<tr><td>Floorplan core density</td><td>2.31%</td></tr>
<tr><td>Width of the die</td><td>80 um</td></tr>
<tr><td>Chip Area</td><td>6400 sq um</td></tr>
<tr><td># rows</td><td>21</td></tr>
<tr><td>Ports placed on the boundary</td><td>21</td></tr>
</table>
-- path summary, 6_finish.rpt --
path | end | cells after the start | slack, ns | start
max | data_out[2] | 3 | 0.02 | s_axis_tdata[2]
min | current_state[0]$_SDFF_PN0_ | 2 | 0.55 | current_state[0]$_SDFF_PN0_
max reg2reg | current_state[0]$_SDFF_PN0_ | 2 | 0.35 | current_state[0]$_SDFF_PN0_
min reg2reg | current_state[0]$_SDFF_PN0_ | 2 | 0.55 | current_state[0]$_SDFF_PN0_
-- stage by stage --
stage                     std cells  total power [uW]  cell area [sq um]
after floorplan                  11              53.1               78.8
after global routing             78               121                320
after global placement           77               127                337
final                            78               111                320
after detailed placement         77               128                337
after CTS                        78               108                309
-- worst register-to-register path, cell delays in order (launching register included) --
cell and delay [ns]:
sky130_fd_sc_hd__dfxtp_4 0.34, sky130_fd_sc_hd__buf_6 0.12, sky130_fd_sc_hd__a21oi_2 0.12
-- timing repair --
item | in CTS | in global routing
pin swaps | 7 | 0
gates resized | 30 | 4
setup buffers | 1 | 0
setup endpoints to repair | 9 | 3
-- routing by layer --
layer  GRT usage (%)  up-vias  part of all wire [%]
li1                -       76                     -
met1            2.58       55                    46
met2            2.41       17                    30
met3            1.25        0                    24
met4               0        0                     0
met5               0        -                     0
-- where the power goes --
group	switching [uW]	internal, uW
Sequential	3.52	42.2
Clock	0	0
Combinational	14.7	50.8
-- kinds of logic (layout without fill, tap and decap cells) --
| kind of cell | count (synthesis) | in the layout | synth area share (%) |
|---|---|---|---|
| and+or+nand+nor | 9 | 9 | 68.3 |
| DFF | 1 | 1 | 25.4 |
| AOI/OAI and AO/OA | 1 | 1 | 6.34 |
| buffers and inverters | 0 | 21 | 0 |
-- cell type report --
type                            instances  area, sq um
Timing Repair Buffer                   21          174
Multi-Input combinational cell         10         65.1
Fill cell                             413         3100
Sequential cell                         1         23.8
Tap cell                               46         57.6
-- placed cells by master, fill, tap and decap left out --
cell                              synthesis  layout
sky130_fd_sc_hd__a21oi_2                  0       1
sky130_fd_sc_hd__and2_1                   8       7
sky130_fd_sc_hd__and2_4                   0       1
sky130_fd_sc_hd__buf_2                    0       5
sky130_fd_sc_hd__buf_6                    0       1
sky130_fd_sc_hd__clkdlybuf4s15_1          0       2
sky130_fd_sc_hd__clkdlybuf4s50_1          0       3
sky130_fd_sc_hd__dfxtp_4                  0       1
sky130_fd_sc_hd__dlygate4sd2_1            0      10
sky130_fd_sc_hd__nand2_1                  1       1
Power and IR drop assume default switching activity.
