<file path="/design/flow/run.sh">
#!/bin/bash
# OpenROAD 26Q1-2900-gdf79404cd8, Yosys 0.63+post, stock flow scripts
make -C /OpenROAD-flow-scripts/flow DESIGN_CONFIG=/design/flow/config.mk WORK_HOME=/design/flow/orfs finish
</file>
<file path="/design/flow/config.mk">
export PLATFORM = sky130hd
export DESIGN_NAME = spi_top
export DESIGN_NICKNAME = spi_top
export VERILOG_FILES = /design/flow/design.v
export SDC_FILE = /design/flow/constraint.sdc
export NUM_CORES = 4
export LEC_CHECK = 1
export CORE_AREA = 10 10 86 86
export DIE_AREA = 0 0 96 96
</file>
<file path="/design/flow/constraint.sdc">
current_design spi_top

set clk_period 1.7
set clk_io_pct 0.2

create_clock -name clk0 -period $clk_period [get_ports {clk}]

set non_clock_inputs [all_inputs -no_clocks]
set_input_delay [expr $clk_period * $clk_io_pct] -clock clk0 $non_clock_inputs
set_output_delay [expr $clk_period * $clk_io_pct] -clock clk0 [all_outputs]
</file>
<file path="/design/flow/design.v">
module alt_spi_fsm(
    input logic clk,
    input logic rst,
    input logic tx_en,
    output logic sclk,
    output logic cs,
    output logic mosi
);
    typedef enum logic { idle, data_tx } state_type;
    state_type state;
    reg [7:0] din = 8'b1010_0111;    
    logic spi_sclk = 0;
    logic [2:0] count = 0;   
    logic [3:0] bit_count = 0;   
    always_ff @( posedge clk) begin
        if (!rst && tx_en) begin
            if (count < 3) begin
                count <= count + 1;
            end
            else begin
                count <= 0;
                spi_sclk <= ~spi_sclk;
            end
        end
    end
    always_ff @( posedge spi_sclk) begin
        case (state)
            idle: begin
                mosi <= 1'b0;
                cs   <= 1'b1;
                if (!rst && tx_en) begin
                    state <= data_tx;
                    cs   <= 1'b0;
                end
                else begin
                    state <= idle;
                end
            end
            data_tx: begin
                if (bit_count < 8) begin
                    mosi <= din[7-bit_count];
                    bit_count <= bit_count + 1;
                end
                else begin
                    mosi <= 1'b0;
                    bit_count <= '0;
                    cs <= 1'b1;
                    state <= idle;
                end
            end
            default: state <= idle;
        endcase
    end
    assign sclk = spi_sclk;
endmodule
module spi_slave (
    input logic mosi,
    input logic sclk,
    input logic cs,  
    output logic [7:0] dout,
    output logic done
);
    typedef enum logic { idle, recv } state_type;
    state_type state;
    logic [3:0] bit_count = '0;
    logic [7:0] data = '0;
    always_ff @(negedge sclk) begin
        case (state)
            idle: begin
                done <= 1'b0;
                if (cs!= 1'b1)
                    state <= recv;
                else
                    state <= idle;
            end
            recv: begin
                if (bit_count < 8) begin
                    bit_count <= bit_count + 1;
                    data <= {data[6:0], mosi};  
                    state <= recv;
                end
                else begin
                    done <= 1'b1;
                    bit_count <= '0;
                    state <= idle;
                end
            end
            default: state <= idle;
        endcase
    end
    assign dout = data;
endmodule
module spi_top #(parameter MASTER = 0) (
    input logic clk,
    input logic rst,
    input logic tx_en,
    output logic [7:0] received_data,
    output logic done
);
    logic sclk;
    logic cs;
    logic mosi;
    generate
        if (MASTER) begin
        spi_fsm u_spi_fsm (
            .clk    (clk),
            .rst    (rst),
            .tx_en  (tx_en),
            .sclk   (sclk),
            .cs     (cs),
            .mosi   (mosi)
        );
        end
        else begin
        alt_spi_fsm u_alt_spi_fsm (
            .clk    (clk),
            .rst    (rst),
            .tx_en  (tx_en),
            .sclk   (sclk),
            .cs     (cs),
            .mosi   (mosi)
        );
        end
    endgenerate
    spi_slave u_spi_slave (
        .mosi   (mosi),
        .sclk   (sclk),
        .cs     (cs),
        .dout   (received_data),
        .done   (done)
    );
endmodule
</file>
==> impl_metrics.py <==
# Flow results
metrics = {
    "die": {
        "num_io_pins": 12,
        "fp_util_pct": 16.8,
        "die_area_um2": 9220,
        "std_cell_rows": 27,
        "core_area_um2": 5540,
        "die_y_um": 96,
        "die_x_um": 96,
    },
    "yosys": {
        "syn-cell-area_um2": 933,
        "synth-edff-count": 22,
        "synth_stat.cells": 54,
        "post-synth-top-count-cell": "edfxtp_1",
        "top_cell_area_share_pct": 70.8,
        "syn_area_per_cell_um2": 17.3,
        "ys_seq_share_pct": 77.2,
        "synth-main-ff-cell": "edfxtp_1",
        "synthArstFlopShare_pct": 0,
        "syn_inst": 54,
        "ys_ff": 25,
        "synth_cell_types": 17,
        "ys_top_cells_by_count": "edfxtp_1 (22), nor2_1 (6), nor2b_1 (4)",
        "area_leaders": "edfxtp_1 (71%), dfxtp_1 (6.4%), ha_1 (4.0%)",
        "largest_area_cell": "edfxtp_1",
        "yosys_warnings": 2,
        "ys_area_um2": 933,
    },
    "global_route": {
        "grtUsageTotal_pct": 2.72,
        "grt_pass1_vias": 459,
        "antenna_found_initial": 0,
        "grt_max_degree": 16,
        "grt_overflow_total": 0,
        "grt_pass1_wl_um": 2080,
    },
    "final_timing": {
        "finalHoldViolations": 0,
        "untimed_endpoints": 48,
        "skew_ns": 0.00298,
        "rsz0062_at_grt": "false",
        "setup_viol": 0,
        "clock.fmax_mhz": 818,
        "worst_pin_slew_ns": 0.361,
        "slew_headroom_pct": 75.9,
        "setup_tns_ns": 0,
        "unclocked_regs": 21,
        "final_max_slew_viol_count": 0,
        "finalCritPeriodShare_pct": 71.9,
        "min_period_ns": 1.22,
        "whs_ns": 0.554,
        "fin_ws_ns": 0.477,
    },
    "critical_path": {
        "critPathMaxStageDelay_ns": 0.47,
        "worst-r2r-cell-count": 2,
        "cp-end-kind": "register",
        "startpoint_type": "input port",
        "arrival_ns": 1.15,
        "crit_chain": "clkdlybuf4s50_1, nor2b_1, nor2b_1",
        "crit_fanout": 2,
        "r2r_slack_ns": 0.61,
        "cp_slowest_cell": "clkdlybuf4s50_1",
        "crit_family": "buffers and inverters",
        "path_buffers": 1,
        "criticalPathCategory": "in -> reg",
        "r2r_start": "genblk1.u_alt_spi_fsm.count[0]$_SDFFCE_PP0P_",
        "critPathRequiredTime_ns": 1.62,
        "crit_top_cell": "nor2b_1",
        "reg2reg_to": "genblk1.u_alt_spi_fsm.count[1]$_SDFFCE_PP0P_",
    },
    "clock_tree": {
        "clock_latency_ns": 0.22,
        "cts_tree": "built",
        "cts-buffers-inserted": 3,
        "cts_root_buf": "clkbuf_8",
        "cts_resized": 0,
        "clk_pin_slew_ns": 0.03,
        "htreeDepth": 1,
        "cts_setup_buffers": 0,
        "cts.path.max_buffers": 2,
        "cts_hold_buf": 0,
    },
    "placed_design": {
        "place_congestion": 0.726,
        "portBuffers": 11,
        "preCtsSetupSlack_ns": 0.275,
        "dp_hpwl_um": 995,
        "dpl_cell_area_um2": 1140,
    },
    "job": {
        "maxCapViolCount": 0,
        "tool_warnings": 25,
    },
    "final_layout": {
        "fill_cells": 582,
        "layout-area-overhead-vs-synth_pct": 26.7,
        "drive_gt1_share_pct": 11.6,
        "final_cell_area_um2": 1180,
    },
    "routing": {
        "drc_errors": 0,
        "num_vias": 440,
        "n_antenna_cell": 0,
        "ant_nets": 0,
        "viasPerCell": 3.12,
        "drt_iter0_drc": 14,
        "totalWireLength_um": 1240,
        "wl_per_cell_um": 8.77,
        "dr.pass1.iters": 2,
    },
    "hold_path": {
        "hp-start": "genblk1.u_alt_spi_fsm.count[2]$_SDFFCE_PP0P_",
        "whs_endpoint": "genblk1.u_alt_spi_fsm.count[0]$_SDFFCE_PP0P_",
        "min_path_cells": 1,
        "hp-class": "reg -> reg",
    },
    "outcome": {
        "outcome": "complete, no violations",
    },
    "pwr": {
        "power_density_nw_per_um2": 308,
        "p_leak_nw": 0.414,
        "vdd_ir_drop_max_uv": 393,
        "power_mw": 0.364,
    },
}
[per-layer routing]
| layer | vias to the layer above | global-route usage, % | wire length, um |
|---|---|---|---|
| met5 | - | 0 | 0 |
| met4 | 0 | 0.491 | 11 |
| met2 | 12 | 4.20 | 519 |
| li1 | 225 | - | - |
| met1 | 201 | 3.71 | 591 |
| met3 | 2 | 0.943 | 115 |
[power by group]
group          internal (mW)  switching [mW]
logic                 0.0151          0.0107
registers              0.133         0.00622
clock network          0.151          0.0479
total                  0.299          0.0648
[placed cells by master (no fill, tap or decap), drive strengths merged]
master         count
clkdlybuf4s50     11
dfxtp              3
or2b               1
and2               2
nor2               6
buf                1
nand2              1
and2b              1
inv                2
a21oi              1
nor2b              4
clkbuf             3
xnor2              2
and4b              2
a211oi             1
or3b               1
nand2b             1
mux2i              1
ha                 3
edfxtp            22
[worst reg2reg max path, delay by kind of cell, from the launching register on]
kind	cells	cell delay [ns]
adder cells (fa/ha/maj)	1	0.30
flip-flops	1	0.41
AND/OR/NAND/NOR	1	0.13
[stage by stage]
step / std cells / util (%)
after floorplan: 54 / -
after global placement: 138 / 20.6
after detailed placement: 138 / 20.6
after CTS: 141 / 21.3
after global routing: 141 / 21.3
final: 141 / 21.3
[area by class of cell]
class	instances	area [um2]	share of cell area (%)
multi-input combinational	27	205	17.4
tap	72	90.1	7.62
sequential	25	721	61.0
timing repair buffer	12	118	9.95
clock buffer	3	41.3	3.49
inverter	2	7.51	0.635
[how the worst max path moves through the flow]
stage	cells past startpoint	to	slack, ns	start
4_1_cts	3	genblk1.u_alt_spi_fsm.spi_sclk$_DFFE_PP_	0.48	tx_en
5_1_grt	3	genblk1.u_alt_spi_fsm.spi_sclk$_DFFE_PP_	0.44	tx_en
6_report	3	genblk1.u_alt_spi_fsm.spi_sclk$_DFFE_PP_	0.48	tx_en
[kinds of logic after synthesis]
family / after synthesis / synth area share (%)
muxes: 1 / 1.07
adders and majority gates: 3 / 4.02
buffers and inverters: 2 / 0.805
xor gates and xnor gates: 2 / 1.88
and+or+nand+nor: 19 / 13.1
DFF: 25 / 77.2
AOI/OAI and AO/OA: 2 / 1.88
[state kept, by name, indices dropped and copies added, names as in the netlist]
register                         flops
genblk1.u_alt_spi_fsm.count          3
u_spi_slave.done                     1
genblk1.u_alt_spi_fsm.mosi           1
genblk1.u_alt_spi_fsm.bit_count      4
u_spi_slave.bit_count                4
genblk1.u_alt_spi_fsm.state          1
genblk1.u_alt_spi_fsm.cs             1
genblk1.u_alt_spi_fsm.spi_sclk       1
u_spi_slave.state                    1
u_spi_slave.data                     8
Power is estimated from default activity; no workload was simulated.
